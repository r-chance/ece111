### flow/config.mk
export PLATFORM = sky130hd
export DESIGN_NAME = bitcoin_hash
export DESIGN_NICKNAME = bitcoin_hash
export VERILOG_FILES = /design/flow/design.v
export SDC_FILE = /design/flow/constraint.sdc
export NUM_CORES = 4
export LEC_CHECK = 1
export CORE_UTILIZATION = 50
export SYNTH_HDL_FRONTEND = slang
### flow/constraint.sdc
current_design bitcoin_hash

set clk_period 50.0
set clk_io_pct 0.2

create_clock -name clk0 -period $clk_period [get_ports {clk}]

set non_clock_inputs [all_inputs -no_clocks]
set_input_delay [expr $clk_period * $clk_io_pct] -clock clk0 $non_clock_inputs
set_output_delay [expr $clk_period * $clk_io_pct] -clock clk0 [all_outputs]
### flow/design.v
module bitcoin_hash(
  input logic clk, reset_n, start,
  input logic [31:0] message_addr, output_addr,
  output logic done, mem_clk, mem_we,
  output logic [15:0] mem_addr,
  output logic [31:0] mem_write_data,
  input logic [31:0] mem_read_data);
  parameter NUM_NONCES = 16;
  int i;
  int n;
  logic [31:0] nonce;
  logic [31:0] header_hash[8];
  logic [31:0] firstBlockHash [8];
  parameter int K[0:63] = '{ 32'h428a2f98, 32'h71374491, 32'hb5c0fbcf, 32'he9b5dba5, 32'h3956c25b, 32'h59f111f1, 32'h923f82a4, 32'hab1c5ed5,
   32'hd807aa98, 32'h12835b01, 32'h243185be, 32'h550c7dc3, 32'h72be5d74, 32'h80deb1fe, 32'h9bdc06a7, 32'hc19bf174,
   32'he49b69c1, 32'hefbe4786, 32'h0fc19dc6, 32'h240ca1cc, 32'h2de92c6f, 32'h4a7484aa, 32'h5cb0a9dc, 32'h76f988da,
   32'h983e5152, 32'ha831c66d, 32'hb00327c8, 32'hbf597fc7, 32'hc6e00bf3, 32'hd5a79147, 32'h06ca6351, 32'h14292967,
   32'h27b70a85, 32'h2e1b2138, 32'h4d2c6dfc, 32'h53380d13, 32'h650a7354, 32'h766a0abb, 32'h81c2c92e, 32'h92722c85,
   32'ha2bfe8a1, 32'ha81a664b, 32'hc24b8b70, 32'hc76c51a3, 32'hd192e819, 32'hd6990624, 32'hf40e3585, 32'h106aa070,
   32'h19a4c116, 32'h1e376c08, 32'h2748774c, 32'h34b0bcb5, 32'h391c0cb3, 32'h4ed8aa4a, 32'h5b9cca4f, 32'h682e6ff3,
   32'h748f82ee, 32'h78a5636f, 32'h84c87814, 32'h8cc70208, 32'h90befffa, 32'ha4506ceb, 32'hbef9a3f7, 32'hc67178f2
};
  bit waiting = 1; 
  bit gettingBlock = 0;
  bit processingBlock = 0;
  bit writing = 0;
  bit halt; 
  bit allProcessed;
  bit prepRoundTwo;
  bit roundTwo;
  bit startRoundTwo;
  logic start_state;
  bit startNextNonce;
  bit prepGetNewNonce;
  bit [7:0] t; 
  bit [63:0] blockNumber; 
  logic [31:0] W[16]; 
  logic [31:0] h[8];
  logic [31:0] size;
  logic [7:0] nonces_processed;
  bit [31:0] remaining; 
  bit delimited = 0; 
  bit [31:0] padding; 
  logic [31:0] A,B,C,D,E,F,G,H,
               s0,s1,
               maj,ch,
               t1,t2,
               S0,S1;
  assign mem_clk = clk;
  always_comb begin
    start_state <= start | startRoundTwo;
  end
  always_ff @(posedge clk) begin
    mem_we <= 0;
    if(start_state) begin
      waiting <= 0;
      h[0] <= 'h6a09e667;
      h[1] <= 'hbb67ae85;
      h[2] <= 'h3c6ef372;
      h[3] <= 'ha54ff53a;
      h[4] <= 'h510e527f;
      h[5] <= 'h9b05688c;
      h[6] <= 'h1f83d9ab;
      h[7] <= 'h5be0cd19;
      A <= 'h6a09e667;
      B <= 'hbb67ae85;
      C <= 'h3c6ef372;
      D <= 'ha54ff53a;
      E <= 'h510e527f;
      F <= 'h9b05688c;
      G <= 'h1f83d9ab;
      H <= 'h5be0cd19;
      if(roundTwo) begin
        remaining <= 256;
        size <= 32;
        startRoundTwo <= 0;
        padding <= 512 - (((32*8)%512)+65);
      end
      else begin
        remaining <= 640;
        size <= 80;
        padding <= 512 - (((80*8)%512)+65);
      end
      done <= 0;
      halt <= 1;
      mem_addr <= message_addr; 
      allProcessed <= 0;
      delimited <= 0;
      nonces_processed <= 0;
      if(start) nonce <= 0;
    end
    else if(halt) begin
      halt <= 0;
      gettingBlock <= 1;
    end
    else if(gettingBlock) begin
      if(!(((remaining - 32)>>31)&1)) begin
        if(t < 16) begin
          W[15] <= getWord(0);
          remaining <= remaining - 32;
          if(blockNumber == 1 && t == 3) begin
            W[15] <= nonce;
          end
        end
        else if(t < 64) begin
          W[15] <= getWord(0);
        end
      end
      else if(!delimited) begin
        delimited <= 1;
        if(remaining > 0) begin
          W[15] <= getWord(1);
          padding <= padding - ((32-remaining)-1);
        end
        else begin
          W[15] <= 32'h80000000;
        end
      end        
      else if(!padding[31]) begin
        if(t < 16) padding <= padding - 32;
        W[15] <= getWord(2);       
      end
      else begin
       if(t == 15) begin
          W[15] <= size*8;
          allProcessed <= 1;
        end
        else begin
          W[15] <= getWord(2);
        end
      end
     for(int index = 0; index < 15; index = index + 1) begin
       W[index] <= W[index+1];
     end
      gettingBlock <= 0;
      processingBlock <= 1;
    end    
    else if(processingBlock) begin
      if(t < 64) begin
        {A,B,C,D,E,F,G,H} <= processBlock();
        t <= t + 1;
        mem_addr <= message_addr + (16)*blockNumber + t + 1;
        processingBlock <= 0;
        halt <= 1;
      end
      else begin 
        h[0] <= h[0] + A;
        h[1] <= h[1] + B;
        h[2] <= h[2] + C;
        h[3] <= h[3] + D;
        h[4] <= h[4] + E;
        h[5] <= h[5] + F;
        h[6] <= h[6] + G;
        h[7] <= h[7] + H;
        if(blockNumber == 0 && !nonce && !allProcessed) begin
          header_hash[0] <= h[0] + A;
          header_hash[1] <= h[1] + B;
          header_hash[2] <= h[2] + C;
          header_hash[3] <= h[3] + D;
          header_hash[4] <= h[4] + E;
          header_hash[5] <= h[5] + F;
          header_hash[6] <= h[6] + G;
          header_hash[7] <= h[7] + H;
        end
        if(allProcessed) begin
          writing <= 1;
          t <= 0;
          processingBlock <= 0;
        end
        else begin
          halt <= 1;
          processingBlock <= 0;
          t <= 0;
          blockNumber <= blockNumber + 1;
          mem_addr <= message_addr + 16*(blockNumber+1);
          A <= h[0] + A;
          B <= h[1] + B;
          C <= h[2] + C;
          D <= h[3] + D;
          E <= h[4] + E;
          F <= h[5] + F;
          G <= h[6] + G;
          H <= h[7] + H;
        end
      end
    end     
    else if(writing) begin
      if(!roundTwo) begin
        mem_addr <= message_addr + t;
        mem_we <= 1;
        mem_write_data <= h[t];
        t <= t + 1;
        if(t == 8) begin
          prepRoundTwo <= 1;      
          writing <= 0;
        end
      end
      else begin
        if(nonce < 16) begin
          mem_addr <= output_addr + nonce;
          mem_we <= 1;
          mem_write_data <= h[0];
          t <= 0;
          nonce <= nonce + 1;
          blockNumber <= 1;
          h[0] <= header_hash[0];
          h[1] <= header_hash[1];
          h[2] <= header_hash[2];
          h[3] <= header_hash[3];
          h[4] <= header_hash[4];
          h[5] <= header_hash[5];
          h[6] <= header_hash[6];
          h[7] <= header_hash[7];
          A <= header_hash[0];
          B <= header_hash[1];
          C <= header_hash[2];
          D <= header_hash[3];
          E <= header_hash[4];
          F <= header_hash[5];
          G <= header_hash[6];
          H <= header_hash[7];
          writing <= 0;
          prepGetNewNonce <= 1;
        end
        else begin
          done <= 1;
        end
      end
    end
    else if(prepRoundTwo) begin
      roundTwo <= 1;
      t <= 0;
      prepRoundTwo <= 0;
      startRoundTwo <= 1;
      blockNumber <= 0;
    end
    else if(prepGetNewNonce) begin
      mem_addr <= message_addr + 16;
      prepGetNewNonce <= 0;
      halt <= 1;
      roundTwo <= 0;
      size <= 80;
      remaining <= 128;
      padding <= 512 - (((80*8)%512)+65);
      delimited <= 0;
    end
    else begin
    end
  end
  function bit [31:0] getWord(bit [1:0] pad);
    bit [31:0] temp;
    if(t < 16) begin
      if(pad == 0) begin
        return mem_read_data;
      end
      else if(pad == 1) begin
        temp = mem_read_data;
        temp = temp >> (32 - remaining);
        temp = temp << 1;
        temp[0] = 1;
        temp = temp << (31 - remaining);
        return temp;       
      end
      else if(pad == 2) begin
        return 32'h0;
      end
    end
    else begin
      s0 = ({W[1][6:0],W[1][31:7]}) ^ ({W[1][17:0],W[1][31:18]}) ^ (W[1]>>3);
      s1 = ({W[14][16:0],W[14][31:17]}) ^ ({W[14][18:0],W[14][31:19]}) ^ (W[14]>>10);
      return W[0] + s0 + W[9] + s1;
    end
  endfunction
  function bit [255:0] processBlock();
    S0 = ({A[1:0],A[31:2]}) ^ ({A[12:0],A[31:13]}) ^ ({A[21:0],A[31:22]});
    maj = (A & B) ^ (A & C) ^ (B & C);
    t2 = S0 + maj;
    S1 = ({E[5:0],E[31:6]}) ^ ({E[10:0],E[31:11]}) ^ ({E[24:0],E[31:25]});
    ch = (E & F) ^ ((~E) & G);
    t1 = H + S1 + ch + K[t] + W[15];
    return {t1+t2,A,B,C,D+t1,E,F,G};
  endfunction
endmodule
### flow/run.sh
#!/bin/bash
# OpenROAD 26Q1-2900-gdf79404cd8, Yosys 0.63+post, stock flow scripts
make -C /OpenROAD-flow-scripts/flow DESIGN_CONFIG=/design/flow/config.mk WORK_HOME=/design/flow/orfs finish
==> results.md <==
| Result | Value |
| --- | --- |
| Status | finished clean |
| Final count of pins violating max slew | 0 |
| Synth warnings | 0 |
| TritonCTS clock tree | done |
| Horizontal die dimension | 436.2 um |
| Remaining global-route overflow | 0 |
| Kind of capture point of the worst setup path | output port |
| Total negative setup slack | 0 ns |
| Most frequent standard cell in the layout excluding fill and tap cells | edfxtp_1 |
| Post-DR wirelength/cell | 27.65 um |
| Vertical die dimension | 436.2 um |
| Quantity of hold-fixing buffers added after cts | 0 |
| Signed area change from the synthesized netlist to the final layout | 10.68% |
| Flop and latch count out of synthesis | 1508 |
| Clk ins delay skew pair | 0.99 ns |
| Via/cell ratio | 6.260 |
| Fraction of final layout cells sized beyond drive strength 1 | 7.031% |
| Kind of launch point of the worst setup path | clock port |
| Setup repair after global routing missed its margin | false |
| Worst path cell trace | clkbuf_16 -> clkbuf_16 -> clkdlybuf4s50_1 |
| Final WL | 321900 um |
| Core Density at Floorplan | 50.25% |
| Static leakage power | 38.36 nW |
| Peak supply drop | 0.04423 mV |
| Distinct cell type count of the synthesized netlist | 100 |
| Path class of the lowest-slack min-delay path | reg2reg |
| Maximum number of pins on one net before global-route repair | 152 |
| Total power per unit cell area | 31.43 nW/um^2 |
| Vias in the first global route | 71.87k |
| Sequential share of the synthesized area | 45.23% |
| Largest fanout on the critical path | 2 |
| Count of antenna-violating nets left after detailed routing | 0 |
| Cell resize tally after clock tree synthesis | 0 |
| Initial antenna violation count | 7 |
| Number of enable-type register cells in the synthesized netlist | 1244 |
| Area of the multi-input gates | 48600 sq um |
| Number of cells in Yosys stat | 8990 |
| Area of the placeable core | 187600 sq um |
| Post-synth area from yosys stat | 94270 sq um |
| Register area | 42650 sq um |
| Worst-path cell with the longest stage delay | clkdlybuf4s50_1 |
| Post-detailed-placement half-perimeter wirelength | 231200 um |
| Worst path max stage delay | 0.39 ns |
| Class of the most critical setup path | clk2out |
| Detailed-route DRC error count | 0 |
| Detailed-route via count | 72.88k |
| # Max-Cap Violations | 0 |
| Library cell appearing most often on the critical path | clkbuf_16 |
| Synthesized cell area | 94270 sq um |
| Num rows | 159 |
| Clock slew seen by the registers of the worst setup and hold paths | 0.06 ns |
| Total setup violations reported at the end of the flow | 0 |
| Port Buffer Count | 116 |
| Data arrival, critical path | 25.64 ns |
| Area of the die | 190300 sq um |
| Synthesized area divided by synthesized cell count | 10.49 sq um |
| Number of design-rule violations left by the first detailed-router iteration | 5459 |
| Count of final hold-check violations | 0 |
| Tally of OpenROAD warnings | 90 |
| Fin Hold WS | 0.3870 ns |
| Instance tally after logic synthesis | 8990 |
| Total routing resource utilization after global routing | 36.21% |
| GP Congestion | 1.042 |
| Relative slew margins | 29.55% |
| Count of pins on the block boundary | 150 |
| FFs w/ async S/R, synth | 0% |
| Ys flop type | edfxtp_1 |
| Top library cells by usage in the layout, fill and taps aside | 1244 x edfxtp_1, 813 x nand2_1, 648 x a21oi_1 |
| Fillcell total | 15.80k |
| Wire length of the first global-routing pass | 474600 um |
| Number of buffers inserted to repair setup after CTS | 0 |
| Count of TritonRoute iterations in the first routing pass | 6 |
| Required @ worst endpoint | 40.00 ns |
| Final worst clock skew | 0.07219 ns |
| Measured slew at the worst slew-check pin | 1.044 ns |
## cell families (layout without fill, tap and decap cells)
family | count (synthesis) | in the layout | synth area share [%]
simple gates | 2348 | 2348 | 11.50
buf+inv | 840 | 995 | 3.395
mux | 208 | 208 | 3.175
compound gates | 2570 | 2570 | 18.06
other cells | 0 | 2 | 0
flops | 1508 | 1508 | 45.23
xor+xnor | 773 | 773 | 7.205
fa+ha+maj | 743 | 743 | 11.43
## power by group
group	internal, mW	leakage (nW)	switching [mW]
Combinational	0.222	21.9	0.352
Sequential	1.37	13.6	0.0213
Clock	0.752	2.86	0.560
Total	2.35	38.4	0.933
## metrics by stage
stage	worst slack, ns	total power [mW]	std cells	area, sq um	utilization, %
after floorplan	13.92	1.817	8990	94270	-
after global placement	14.63	1.986	11320	98410	52.46
after detailed placement	14.63	1.986	11320	98410	52.46
after CTS	14.35	3.300	11640	104300	55.61
after global routing	14.34	3.416	11640	104300	55.61
final	14.36	3.279	11642	104300	55.62
## path summary, 6_finish.rpt
path	slack [ns]	depth (start not counted)	end	from
max	14.36	3	mem_clk	clk
min	0.39	0	W[1][124]	W[1][156]
max reg2reg	39.93	31	A[31]	t[3]
min reg2reg	0.39	0	W[1][124]	W[1][156]
## registers in the layout (all words and copies together) (netlist names), 2 cells and up, named ones only
register        count
F                  32
mem_write_data     32
header_hash       256
D                  32
C                  32
blockNumber        64
W                 512
B                  32
H                  32
A                  32
t                   8
nonce              32
padding            32
G                  32
remaining          27
h                 256
size                2
E                  32
mem_addr           16
## Yosys cell counts (55+ instances only)
master | number | area share (%)
nand2b_1 | 55 | 0.37
nand3_1 | 185 | 0.98
a311oi_1 | 68 | 0.63
o211ai_1 | 118 | 0.94
o21ai_0 | 530 | 2.8
a211oi_1 | 102 | 0.81
and3_1 | 93 | 0.62
clkbuf_1 | 405 | 1.6
a22o_1 | 122 | 1.1
nor4_1 | 58 | 0.38
xor2_1 | 239 | 2.2
a31oi_1 | 93 | 0.62
dfxtp_1 | 264 | 5.6
xnor2_1 | 532 | 4.9
nor2_1 | 614 | 2.4
buf_1 | 59 | 0.23
o21a_1 | 84 | 0.67
inv_1 | 357 | 1.4
mux2i_1 | 110 | 1.2
a21o_1 | 201 | 1.6
or3_1 | 81 | 0.54
edfxtp_1 | 1244 | 40
nand2_1 | 819 | 3.3
o22a_1 | 125 | 1.2
ha_1 | 515 | 6.8
mux4_2 | 70 | 1.7
and2_1 | 57 | 0.38
nor3_1 | 169 | 0.90
fa_1 | 205 | 4.4
nor2b_1 | 60 | 0.40
o22ai_1 | 56 | 0.37
a21oi_1 | 649 | 3.4
## per-layer routing
metal | wire [um] | GRT usage (%)
met5 | 77 | 0.2520
met4 | 16850 | 14.72
met3 | 33270 | 13.42
met1 | 125400 | 51.74
met2 | 146300 | 52.82
## layout make-up
type / count / share of cell area (%)
flip-flops and latches: 1508 / 40.88
clock buffers: 238 / 4.580
inverters: 362 / 1.312
clock inverters: 83 / 1.102
repair buffers: 312 / 2.557
multi-input cells: 6642 / 46.58
diodes: 2 / 0.004797
well taps: 2495 / 2.992
## worst max-delay path: cells and delay by family
kind     cells  cell delay, ns
buf+inv      3            0.64
Power and IR drop assume default switching activity.
